`design/flow/design.v`:
```
module Adder(A,B,result);
    input[31:0] A,B;
    output reg [31:0] result;
    always@(A,B)begin
        result = A + B;
    end
endmodule
```
`design/flow/run.sh`:
```
#!/bin/bash
# OpenROAD 26Q1-2900-gdf79404cd8, Yosys 0.63+post, stock flow scripts
make -C /OpenROAD-flow-scripts/flow DESIGN_CONFIG=/design/flow/config.mk WORK_HOME=/design/flow/orfs finish
```
`design/flow/config.mk`:
```
export PLATFORM = sky130hd
export DESIGN_NAME = Adder
export DESIGN_NICKNAME = Adder
export VERILOG_FILES = /design/flow/design.v
export SDC_FILE = /design/flow/constraint.sdc
export NUM_CORES = 4
export LEC_CHECK = 1
export CORE_AREA = 10 10 107 107
export DIE_AREA = 0 0 117 117
```
`design/flow/constraint.sdc`:
```
current_design Adder

set clk_period 14.5
set clk_io_pct 0.2

create_clock -name clk0 -period $clk_period

set non_clock_inputs [all_inputs -no_clocks]
set_input_delay [expr $clk_period * $clk_io_pct] -clock clk0 $non_clock_inputs
set_output_delay [expr $clk_period * $clk_io_pct] -clock clk0 [all_outputs]
```
==> results.py <==
# Synthesis and PnR figures
metrics = {
    "setup_path": {
        "cp.required_ps": 11600,
        "combined_buffer_and_inverter_count_along_the_critical_path": 2,
        "crit_family": "AND-OR/OR-AND gates",
        "crit_path_frequent_cell": "clkdlybuf4s50_1",
        "crit_type": "in -> out",
        "worst-endpoint-arrival_ps": 5900,
        "crit_path_max_incr_delay_ps": 500,
        "crit_path_start_kind": "primary input",
        "timing.critical_path.to_type": "output port",
        "cp_max_fo": 4,
        "critical_path.slowest_cell": "clkdlybuf4s50_1",
        "timing.critical_path.cells": "clkdlybuf4s50_1 -> ha_1 -> fa_1 -> a21o_1 -> a31o_2 -> nand3_1 -> o221ai_1 -> a311oi_1 -> o21bai_1 -> xor2_1 -> clkdlybuf4s50_1",
    },
    "routing": {
        "drtAntennaViolNets": 0,
        "initialDrtViolationCount": 80,
        "routed_wl_mm": 6.293,
        "n_antenna_cell": 0,
        "first_pass_iters": 4,
        "dr_total_vias": 2101,
        "route.detailed.vias_per_inst": 4.808,
        "drc": 0,
        "wire_per_inst_microns": 14.40,
    },
    "yosys": {
        "ys_chip_area_sq_um": 1744,
        "synth_sequential_area_ratio": 0,
        "simple_gate_share_of_the_synthesized_area": 0.1829,
        "ys_sh_xor": 0.1406,
        "ys_sh_adder": 0.2339,
        "ys.warnings.count": 1,
        "yosysTopAreaCellShare": 0.2224,
        "biggest_area_consumer_among_synthesized_cells": "ha_1",
        "synth-compound-area-share": 0.3931,
        "count_of_instantiated_cells_in_the_yosys_netlist": 241,
        "netlist_top_cells_area": "ha_1, a21oi_1, a21o_1",
        "top_cells_by_count": "ha_1, a21oi_1, a21o_1",
        "post_synth_inst_count": 241,
        "synth.cell_area_sq_um": 1744,
        "unique_cell_type_count_in_the_yosys_netlist": 50,
        "netlist.top_cell.by_instances": "ha_1",
        "mux_share": 0.01148,
        "netlist_logic_family_top": "AND-OR/OR-AND gates",
        "post_synth.cell_area_avg_sq_um": 7.237,
    },
    "floorplanning": {
        "die_area_sq_um": 13690,
        "die_h_microns": 117,
        "initial_core_util": 0.1897,
        "rows": 35,
        "core_area_sq_um": 9196,
        "ios": 96,
        "floorplan.die.width_microns": 117,
    },
    "worst_hold_path": {
        "worstHoldPathType": "in -> out",
        "whs_endpoint": "result[0]",
        "hold_path_depth": 3,
        "hp-start": "B[0]",
    },
    "sta": {
        "worst_slew_margin": 0.6181,
        "timing.setup.tns_ps": 0,
        "rsz0062_at_grt": "false",
        "final_max_slew_viol_count": 0,
        "final.period_utilization": 0.6067,
        "post-route-min-period_ps": 8797,
        "final_hold_viol_count": 0,
        "fin_hold_ws_ps": 6827,
        "worstMarginPinSlew_ps": 558.4,
        "setup_viol": 0,
        "fmaxAchievable_ghz": 0.1137,
    },
    "pwr": {
        "share_clk_of_total_power": 0,
        "power_report.internal_total_uw": 80.44,
        "power.density_nw_per_um2": 48.26,
        "total_switching_power_uw": 54.70,
        "power.share.switching": 0.4048,
        "p_total_uw": 135.1,
        "ir_worst_vdd_mv": 0.02307,
        "pwr-share-comb": 1.000,
        "pwr-share-seq": 0,
        "power_leakage_nw": 1.176,
    },
    "job": {
        "cap_viol_max_count": 0,
        "warning_count": 32,
    },
    "placement": {
        "place.gp.congestion": 0.8280,
        "hpwlAfterDp_mm": 5.552,
        "io_buffers": 96,
    },
    "global_routing": {
        "first_global_vias": 2069,
        "wire_length_of_the_first_global_routing_pass_mm": 9.811,
        "grt_max_degree": 11,
        "grt_util_all_layers": 0.08598,
        "grt_total_ovfl": 0,
        "antenna_found_initial": 0,
    },
    "outcome": {
        "outcome": "finished clean",
    },
    "final_layout": {
        "drive_above_1_share": 0.03067,
        "regArea_sq_um": 0,
        "syn2layout_area_growth_pct": 60.55,
        "numSequentialCells": 0,
        "final.fill_count": 979,
        "layout.clock_buffers": 0,
    },
    "clocking": {
        "cts_hold_repair.buffers": 0,
        "cts_post_setup_buffers_inserted": 0,
        "cts_resized": 0,
    },
}
[area by class of cell]
| class | count | area, sq um | area share |
|---|---|---|---|
| timing repair buffer | 96 | 960.9 | 0.3432 |
| tap | 111 | 138.9 | 0.04960 |
| multi-input combinational | 224 | 1678 | 0.5992 |
| inverter | 6 | 22.52 | 0.008043 |
[metal layers]
layer / part of all wire / global-route usage / vias to the layer above
met5: 0 / 0 / -
met4: 0 / 0 / 0
met3: 0.11 / 0.03199 / 0
met2: 0.45 / 0.1466 / 56
met1: 0.44 / 0.1075 / 954
li1: - / - / 1091
[worst max path at each step]
stage     from    endpoint  slack, ps  depth (start not counted)
4_1_cts   A[0]  result[26]       5690                         11
5_1_grt   B[0]  result[26]       5510                         11
6_report  A[0]  result[26]       5700                         11
[cell families after synthesis]
logic type               after synthesis
AND/OR/NAND/NOR                       65
buffers and inverters                 17
AND-OR/OR-AND                         97
XOR/XNOR                              28
multiplexers                           2
adder cells (fa/ha/maj)               32
[through the flow]
step                cell area, sq um  instances  utilization  setup WS (ps)
floorplan                       1744        241            -           6875
global placement                2800        437       0.3045           5721
detailed placement              2800        437       0.3045           5697
CTS                             2800        437       0.3045           5692
global route                    2800        437       0.3045           5512
finish                          2800        437       0.3045           5703
[placed cells by master, fill, tap and decap left out, drive strengths merged, types with 2 or more instances in the layout]
master         Yosys  final
a21oi             29     29
nor3               4      4
mux2i              2      2
o211ai             3      3
nor2              12     12
o21bai             5      5
a31oi              3      3
o311ai             2      2
clkdlybuf4s50      0     96
nand4              8      8
o221ai             2      2
inv                6      6
a211oi             3      3
a21o              19     19
ha                31     31
xor2              15     15
nand2             18     18
or2                3      3
o21a               2      2
a311oi             3      3
xnor2             13     13
nand3             10     10
o21ai             15     15
nand2b             2      2
[power by group through the flow]
stage	Combinational [mW]	Sequential [mW]	Clock [mW]
4_1_cts	0.137	0	0
5_1_grt	0.150	0	0
6_report	0.135	0	0
Power is estimated from default activity; no workload was simulated.
