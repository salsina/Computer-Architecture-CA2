File: flow/config.mk
export PLATFORM = sky130hd
export DESIGN_NAME = mux32
export DESIGN_NICKNAME = mux32
export VERILOG_FILES = /design/flow/design.v
export SDC_FILE = /design/flow/constraint.sdc
export NUM_CORES = 4
export LEC_CHECK = 1
export CORE_AREA = 10 10 70 70
export DIE_AREA = 0 0 80 80
File: flow/constraint.sdc
current_design mux32

set clk_period 1.0
set clk_io_pct 0.2

create_clock -name clk0 -period $clk_period

set non_clock_inputs [all_inputs -no_clocks]
set_input_delay [expr $clk_period * $clk_io_pct] -clock clk0 $non_clock_inputs
set_output_delay [expr $clk_period * $clk_io_pct] -clock clk0 [all_outputs]
File: flow/design.v
module mux32(inp1,inp2,s,out);
input s;
input[31:0] inp1,inp2;
output reg [31:0] out;
always@(inp1,inp2,s)begin
  if(s) out = inp2;
  else out = inp1;
end
endmodule
File: flow/run.sh
#!/bin/bash
# OpenROAD 26Q1-2900-gdf79404cd8, Yosys 0.63+post, stock flow scripts
make -C /OpenROAD-flow-scripts/flow DESIGN_CONFIG=/design/flow/config.mk WORK_HOME=/design/flow/orfs finish
==> flow_metrics.env <==
# flow metrics
export IMPL_ys_top_cells_by_count="mux2_4, buf_12, mux2_2"
export IMPL_seq_cells=0
export IMPL_die_area_um2=6400
export IMPL_met1_length_um=1142
export IMPL_yosysTopAreaCellShare_pct=82.76
export IMPL_cpPeakStageDelay_ns=0.30
export IMPL_tightest_slew_ns=0.06111
export IMPL_regArea_um2=0
export IMPL_area_growth_pct=212.0
export IMPL_wl_met2_um=1394
export IMPL_grt_pass1_vias=824
export IMPL_power_switching_mw=0.1408
export IMPL_top_cells_by_area="mux2_4, buf_12, mux2_2"
export IMPL_antenna_found_initial=0
export IMPL_critical_path_slowest_cell="mux2_4"
export IMPL_power_total_mw=0.6599
export IMPL_logic_area_um2=480.5
export IMPL_warnings=34
export IMPL_ys_cells=36
export IMPL_die_width_um=80
export IMPL_die_height_um=80
export IMPL_p_leak_nw=0.9905
export IMPL_path_max_fanout=7
export IMPL_fp_util_pct=15.93
export IMPL_finalWirelength_um=2849
export IMPL_grt_use_total_pct=7.873
export IMPL_pwr_share_comb_pct=100.0
export IMPL_netlist_instances=36
export IMPL_synth_seq_share_pct=0
export IMPL_grt_pass1_wl_um=4146
export IMPL_ctsHoldBuffers=0
export IMPL_worst_ep_arrival_time_ns=0.98
export IMPL_max_slew_margin_pct=95.92
export IMPL_cp_start_kind="input pin"
export IMPL_antenna_left=0
export IMPL_cp_end_kind="output port"
export IMPL_pre_cts_slack_ns=-0.4966
export IMPL_coreArea_um2=3416
export IMPL_worstPathCellList="buf_12, buf_12, buf_8, mux2_4, buf_6"
export IMPL_seqPwrFrac_pct=0
export IMPL_avgRoutedWirePerCell_um=14.84
export IMPL_antennaDiodeCount=0
export IMPL_internal_power_mw=0.5192
export IMPL_crit_type="in -> out"
export IMPL_clkPwrFrac_pct=0
export IMPL_met3_length_um=313
export IMPL_ir_drop_mv=0.1734
export IMPL_violations="negative setup slack"
export IMPL_synth_cell_type_count=4
export IMPL_switching_share_pct=21.33
export IMPL_max_cap_violations=0
export IMPL_yosysTopAreaCell="mux2_4"
export IMPL_dr_pass1_iters=2
export IMPL_fin_cells=192
export IMPL_finalCriticalPeriod_ns=1.175
export IMPL_drive_above_1_share_pct=56.16
export IMPL_synthesis_area_um2=544.3
export IMPL_top_cell="mux2_4"
export IMPL_holdCritPathClass="in -> out"
export IMPL_drt_iter0_drc=4
export IMPL_yosys_warnings=1
export IMPL_period_used_pct=117.5
export IMPL_dpl_cell_count=177
export IMPL_ios=97
export IMPL_rsz0062_at_grt="yes"
export IMPL_worstPathRequired_ns=0.80
export IMPL_n_clock_buffer=0
export IMPL_ys_area_um2=544.3
export IMPL_grt_max_degree=8
export IMPL_rows=21
export IMPL_vias=730
export IMPL_final_setup_tns_ns=-5.032
export IMPL_viasPerCell=3.802
export IMPL_worst_slack_ns=-0.1754
export IMPL_drv_slew=0
export IMPL_numPortBuffers=97
export IMPL_top_layer="met3"
export IMPL_num_fill_cells=327
export IMPL_dpl_hpwl_um=2396
export IMPL_p_per_area_nw_per_um2=388.7
export IMPL_critPathMostFrequentCell="buf_12"
export IMPL_drc=0
export IMPL_synth_avg_cell_area_um2=15.12
export IMPL_fmax_mhz=850.8
export IMPL_setup_viol_count_final=32
export IMPL_grt_overflow_total=0
export IMPL_outcome="finished, violations left"
export IMPL_routabilityCongestion=0.7595
export IMPL_final_hold_violation_count=0
-- path summary, 6_finish.rpt --
check	from	to	slack [ns]	depth (start not counted)
max	s	out[31]	-0.18	5
min	inp1[24]	out[24]	0.69	3
-- worst max-delay path, delay by kind of cell --
kind | cells | cell delay [ns]
multiplexers | 1 | 0.30
buffers and inverters | 4 | 0.47
-- metal layers --
layer	GRT usage, %	vias to the layer above
li1	-	362
met4	0	0
met1	8.965	317
met5	0	-
met2	14.29	51
met3	3.068	0
-- area by class of cell --
class / instances / area share [%]
Multi-Input combinational cell: 32 / 28.30
Tap cell: 46 / 3.390
Timing Repair Buffer: 114 / 68.31
-- power groups by stage --
stage     combinational, mW  sequential (mW)  clock, mW
4_1_cts               0.644                0          0
5_1_grt               0.706                0          0
6_report              0.660                0          0
-- cells in the final DEF (no fill, tap or decap), drive strengths merged --
cell	count
buf	50
clkdlybuf4s50	10
dlygate4sd2	40
dlymetal6s2s	14
mux2	32
-- stage by stage --
stage | hold slack, ns | cell area, um2 | util [%]
after floorplan | 0.4977 | 544.3 | -
after global placement | 1.331 | 1536 | 44.98
after detailed placement | 1.335 | 1536 | 44.98
after CTS | 0.8004 | 1607 | 47.03
after global routing | 0.7141 | 1698 | 49.71
final | 0.6943 | 1698 | 49.71
-- logic make-up after synthesis --
family	share of synthesized area, %
buffers and inverters	13.10
muxes	86.90
-- timing repair --
| item | in CTS | in global routing |
|---|---|---|
| resized | 170 | 23 |
| buffers inserted | 14 | 0 |
| gates cloned | 1 | 0 |
| setup endpoints to repair | 32 | 32 |
Power figures rest on the tool's default switching activity, not on a simulated workload.
